## flow/run.sh

```bash
#!/bin/bash
# OpenROAD 26Q1-2900-gdf79404cd8, Yosys 0.63+post, stock flow scripts
make -C /OpenROAD-flow-scripts/flow DESIGN_CONFIG=/design/flow/config.mk WORK_HOME=/design/flow/orfs finish
```

## flow/config.mk

```make
export PLATFORM = sky130hd
export DESIGN_NAME = mux_4
export DESIGN_NICKNAME = mux_4
export VERILOG_FILES = /design/flow/design.v
export SDC_FILE = /design/flow/constraint.sdc
export NUM_CORES = 4
export LEC_CHECK = 1
export CORE_AREA = 10 10 95 95
export DIE_AREA = 0 0 105 105
```

## flow/constraint.sdc

```tcl
current_design mux_4

set clk_period 1.1
set clk_io_pct 0.2

create_clock -name clk0 -period $clk_period

set non_clock_inputs [all_inputs -no_clocks]
set_input_delay [expr $clk_period * $clk_io_pct] -clock clk0 $non_clock_inputs
set_output_delay [expr $clk_period * $clk_io_pct] -clock clk0 [all_outputs]
```

## flow/design.v

```verilog
module mux_4 #(
    parameter WIDTH = 32
) (
    input  wire [WIDTH-1:0] in0,
    input  wire [WIDTH-1:0] in1, 
    input  wire [WIDTH-1:0] in2,   
    input  wire [WIDTH-1:0] in3, 
    input  wire [1:0]        sel, 
    output reg  [WIDTH-1:0]  out  
);
    always @(sel or in0 or in1 or in2 or in3) begin
        case (sel)
            2'd0: out = in0;
            2'd1: out = in1;
            2'd2: out = in2;
            2'd3: out = in3;
            default: out = {WIDTH{1'bx}};
        endcase
    end
endmodule
```

==> run summary <==
flow finished, numbers: result of the run=complete, but fails checks, failing checks=negative setup slack, setup repair after global routing missed its margin=true, setup slack of the critical path after layout=-0.260 ns, total design power=0.787 mW, max-slew violations=0, timing-limited maximum frequency=735 MHz, leakage power=1.12 nW, part of the Yosys area used for sequential elements=0%, MI comb area=721 um2, classification of the worst-slack hold path=input pin to output port, cell depth of the worst min-delay path=3, Power Density=331 nW/um2, pin count of the biggest net entering global routing=15, Yosys Instances=39, cell internal pwr=0.576 mW, Arr. time, crit path=1.14 ns, Layout Cells excl Fill=301, switching portion of total power=26.9%, number of setup violations in the final report=32, first-pass GRT wire length=9.40 mm, highest-count logic cell in the final layout=dlygate4sd2_1, residual antenna-violating net count after detailed routing=0, global routing's busiest layer=met2, Hold Worst Slack=0.923 ns, cell area after technology mapping=815 um2, slew at the pin closest to its max-slew limit=0.184 ns, average detailed-routed wire length per instance=21.5 um, count of standard-cell rows=30, combinational share of power=100.0%, number of flip-flops and latches=0, fill cell count=774, post-synthesis instance total=39, Total Negative Setup Slacks=-7.46 ns, average instance area after synthesis=20.9 um2, MaxCap Viol Count=0, placed cell area=2530 um2, post-placement setup slack=-0.896 ns, total core area=6910 um2, Hold Violations, Final=0, Distinct cells, synth=5, total number of yosys warnings=1, Seq pwr share=0%, grt met3 use=8.01%, hold path startpoint=in3[16], Post-synth mux share=89.4%, XOR-XNOR Cells, Area Fraction=0%, antenna violations before repair=4, chip footprint=11000 um2, Psw=0.211 mW, Finished Core Util=34.4%, Complex Gates by Area=0%, met2 layer usage reported by global route=17.9%, First DRT Iteration DRCs=16, comb area leader=multiplexers, worst hold endpoint=out[16], ratio of final minimum period to clock period=124%, synthesis-to-finish area growth=192%, Critical Path Source Type=input pin, storage element area=0 um2, vertical die dimension=105 um, total overflow reported by the global router=0, final instance area=2380 um2, Slew headroom=87.7%, number of top-level pins=162, required time of the critical path=0.88 ns, DIE WIDTH=105 um, tally of buffers added on design ports=162, critical path peak fanout=7, chip area estimate from yosys synthesis=815 um2, DRC=0, layout cells sized above 1=37.3%, TritonRoute pass-1 iters=3, relative contribution of the clock network to total power=0%, number of placed instances, taps included=295, placer congestion estimate=0.777, category of the worst setup path capture point=output port, aggregate routed wire length=6.47 mm, WS Path Type=input pin to output port, total tool warning count=35, fraction of the mapped netlist area in adder cells=0%, clk_buf instances=0, via count of the first global-routing pass=1537, worst IR drop on VDD=150 uV, count of hold buffers inserted by post-cts repair=0, global router's overall resource usage=11.2%, Synth Area in Simple Gates=0%, met1 layer usage reported by global route=12.8%, fp_density=11.8%, commonest non-fill, non-tap cells in the layout=dlygate4sd2_1 (128), mux4_2 (32), buf_2 (32), buf_16 (5), buf_12 (3), detail-routed via count per cell=4.12, final worst path period need=1.36 ns, via count of the routed design=1241
worst max-delay path, stage by stage:
cell,delay [ns]
buf_16,0.14
clkbuf_16,0.17
mux4_2,0.48
buf_2,0.13
final cells by class:
class,instances,area share (%)
Antenna cell,1,0.105
Multi-Input combinational cell,32,30.3
Timing Repair Buffer,172,64.5
Tap cell,96,5.05
power by group through the flow:
stage | sequential, mW | combinational (mW) | clock [mW]
global route | 0 | 0.852 | 0.000000121
CTS | 0 | 0.792 | 0
finish | 0 | 0.787 | 0.000000121
cells by family (layout without fill, tap and decap cells):
family | Yosys count | in the layout
buffers and inverters | 7 | 172
muxes | 32 | 32
other | 0 | 1
routing by layer:
metal / vias up / wire length, um
li1: 539 / -
met1: 563 / 2510
met2: 127 / 2840
met3: 6 / 1070
met4: 6 / 8
met5: - / 41
timing repair:
item	4_1_cts	5_1_grt
gates resized	248	0
gates cloned	4	1
setup buffers	0	0
endpoints found under the setup margin	32	32
worst max path at each step:
stage                  start       to  slack [ns]  cells past startpoint
final                 sel[0]  out[13]       -0.26                      4
after global routing  sel[0]  out[31]       -0.29                      4
after CTS             sel[0]  out[10]       -0.26                      4
Yosys cell counts (all sizes together):
library cell | n | share of area [%]
buf | 7 | 11
mux4 | 32 | 89
Power is estimated from default activity; no workload was simulated.
