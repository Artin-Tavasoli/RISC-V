===== ./config.mk =====
export PLATFORM = sky130hd
export DESIGN_NAME = demux_2
export DESIGN_NICKNAME = demux_2
export VERILOG_FILES = /design/flow/design.v
export SDC_FILE = /design/flow/constraint.sdc
export NUM_CORES = 4
export LEC_CHECK = 1
export CORE_AREA = 10 10 70 70
export DIE_AREA = 0 0 80 80

===== ./constraint.sdc =====
current_design demux_2

set clk_period 1.0
set clk_io_pct 0.2

create_clock -name clk0 -period $clk_period

set non_clock_inputs [all_inputs -no_clocks]
set_input_delay [expr $clk_period * $clk_io_pct] -clock clk0 $non_clock_inputs
set_output_delay [expr $clk_period * $clk_io_pct] -clock clk0 [all_outputs]

===== ./design.v =====
module demux_2 #(
    parameter WIDTH = 32
) (
    input  wire [WIDTH-1:0]  in,    
    input  wire              sel, 
    output reg  [WIDTH-1:0]  out0,  
    output reg  [WIDTH-1:0]  out1  
);
    always @(sel or in) begin
        if (sel == 1'b0) begin
            out0 = in;
            out1 = {WIDTH{1'b0}};
        end else begin
            out0 = {WIDTH{1'b0}};
            out1 = in;
        end
    end
endmodule

===== ./run.sh =====
#!/bin/bash
# OpenROAD 26Q1-2900-gdf79404cd8, Yosys 0.63+post, stock flow scripts
make -C /OpenROAD-flow-scripts/flow DESIGN_CONFIG=/design/flow/config.mk WORK_HOME=/design/flow/orfs finish

==> results.rst <==
Run summary
-----------

.. list-table::
   :header-rows: 1

   * - Metric
     - Value
   * - Die outline area
     - 0.006400 mm²
   * - Number of max-cap violations
     - 0
   * - Setup repair after global routing missed its margin
     - yes
   * - Synth-to-Final Area Change
     - 205.9%
   * - TritonRoute pass-1 iters
     - 3
   * - Cell depth of the worst hold path
     - 4
   * - Largest fanout of any net on the critical path
     - 7
   * - Pre-CTS setup slack
     - -0.5001 ns
   * - Total grt overflow
     - 0
   * - Placeable Area
     - 0.003416 mm²
   * - Run status
     - finished, violations left
   * - Number of design rule violations left after detail routing
     - 0
   * - Endpoint class of the critical path
     - output port
   * - Warnings, synthesis
     - 1
   * - Number of vias per cell after detailed routing
     - between 3 and 4
   * - Post-synthesis average cell area
     - around 6.5 µm²
   * - Number of cells produced by synthesis
     - just over 70
   * - Post-layout minimum cycle time
     - about 1.0 ns
   * - Cell type with the largest total area after synthesis
     - sky130_fd_sc_hd__and2_1
   * - Total half-perimeter wirelength after legalization and detailed placement
     - around 2400 µm
   * - Commonest cells in the netlist
     - 32 x sky130_fd_sc_hd__and2_1, 32 x sky130_fd_sc_hd__nor2b_1, 4 x sky130_fd_sc_hd__buf_4
   * - Power density over the cells
     - 332.5 mW/mm²
   * - Seq. cell area
     - 0 µm²
   * - Worst slack on hold paths
     - approximately 0.78 ns
   * - Count of port buffers added during placement
     - slightly below 100
   * - Max-slew violations
     - 0
   * - Final weighted congestion of routability-driven global placement
     - ~0.73
   * - Wire length of the first global-routing pass
     - between 4000 and 5000 µm
   * - Fraction of final layout cells with drive strength greater than 1
     - 42.77%
   * - Number of warnings in the stage logs
     - 34
   * - Cts-stage hold buffer count
     - 0
   * - Cell types occupying the most area after synthesis
     - sky130_fd_sc_hd__and2_1 43%, sky130_fd_sc_hd__nor2b_1 43%, sky130_fd_sc_hd__buf_6 7.3%
   * - Worst min-delay path category
     - input port to output port
   * - Peak VDD IR
     - ~0.13 mV
   * - Yosys stat chip area
     - around 460 µm²
   * - Violation tally from detailed-route iteration zero
     - 13
   * - Count of instantiated cells in the yosys netlist
     - roughly 71
   * - Total Routed Length
     - 3093 µm
   * - DIE WIDTH
     - 80 µm
   * - CP Data Required Time
     - about 0.80 ns
   * - Floorplan utilization
     - 13.59%
   * - Number of standard-cell rows in the floorplan
     - 21
   * - Seq share, synth
     - 0%
   * - # IOs
     - ~97
   * - Kind of critical path
     - input port to output port
   * - Failing checks
     - setup timing
   * - Measured slew at the worst slew-check pin
     - a little over 0.1 ns
   * - Area of all placed cells without fillers
     - roughly 0.0014 mm²
   * - Maximum number of pins on one net before global-route repair
     - 15
   * - Vias after detailed routing
     - around 830
   * - Post-Place Cell Area
     - roughly 0.0015 mm²
   * - Element type at the critical path start
     - input port
   * - Slew Limit Headroom
     - slightly above 90%
   * - Seq_cells
     - 0
   * - Worst setup slack after layout
     - -0.04462 ns
   * - Leakage power
     - slightly below 0.8 nW
   * - Hold Violations, Final
     - 0
   * - Number of antenna violations at the first check in global routing
     - 0
   * - Number of inserted diodes
     - 0
   * - Mapped cell area
     - 464.2 µm²
   * - Highest clock rate
     - around 960 MHz
   * - Clock Buffer Count
     - 0
   * - Post-DR wirelength/cell
     - ~14 µm
   * - Area share of the largest cell type after synthesis
     - around 43%
   * - Worst endpoint data arrival time
     - roughly 0.84 ns
   * - Finish-stage setup viols
     - 23
   * - Distinct cell type count after synthesis
     - 4
   * - Vertical extent of the die
     - roughly 80 µm
   * - All-Layer GR Usage
     - about 8.5%
   * - Number of antenna-violating nets in the routed design
     - 0
   * - Post-layout period usage
     - 104.5%
   * - Vias in the first global route
     - ~900
[cell families after synthesis]
| family | Yosys count | synth area share [%] |
|---|---|---|
| simple gates | 64 | 86.25 |
| buf+inv | 7 | 13.75 |
[layer usage]
metal  vias up  GRT usage [%]  wire length (µm)
met3         0          6.364               592
met5         -              0                 0
met1       354          8.701              1092
li1        418              -                 -
met2        58          14.37              1408
met4         0              0                 0
[final timing paths]
kind,from,to,slack (ns)
min,sel,out0[29],0.78
max,sel,out1[4],-0.04
[placed cells by master (no fill, tap or decap)]
master / n
sky130_fd_sc_hd__buf_4: 2
sky130_fd_sc_hd__nor2b_1: 28
sky130_fd_sc_hd__clkbuf_2: 8
sky130_fd_sc_hd__buf_6: 4
sky130_fd_sc_hd__and2_4: 7
sky130_fd_sc_hd__buf_12: 3
sky130_fd_sc_hd__bufbuf_16: 1
sky130_fd_sc_hd__buf_16: 3
sky130_fd_sc_hd__clkdlybuf4s15_1: 13
sky130_fd_sc_hd__nor2b_4: 2
sky130_fd_sc_hd__clkbuf_16: 1
sky130_fd_sc_hd__dlygate4sd2_1: 33
sky130_fd_sc_hd__and2_1: 25
sky130_fd_sc_hd__buf_2: 41
sky130_fd_sc_hd__nor2b_2: 2
[critical path, cell delays in order]
cell and delay (ns):
sky130_fd_sc_hd__buf_12 0.13, sky130_fd_sc_hd__bufbuf_16 0.26, sky130_fd_sc_hd__and2_1 0.14, sky130_fd_sc_hd__buf_2 0.11
[final cells by class]
class,count,area (µm²)
fill,363,1996
multi-input combinational,64,437.9
tap,46,57.56
timing repair buffer,109,924.6
[power by group]
part | switching [W] | internal, W | leakage (nW) | total (W)
combinational | 0.000134 | 0.000338 | 0.779 | 0.000472
clock | 0 | 0 | 0 | 0
sequential | 0 | 0 | 0 | 0
[stage by stage]
stage | util, % | cells | setup TNS, ns | total power [W]
after floorplan | - | 71 | 0 | 0.0001086
final | 41.58 | 219 | -0.4618 | 0.0004722
after global placement | 42.86 | 209 | -29.31 | 0.0005180
after global routing | 41.58 | 219 | -1.209 | 0.0005234
after CTS | 41.21 | 218 | -0.5833 | 0.0004717
after detailed placement | 42.86 | 209 | -29.65 | 0.0005197
[what timing repair did]
item	4_1_cts	5_1_grt
gates cloned	4	1
buffers inserted	5	0
endpoints found under the setup margin	64	35
pin swaps	21	0
gates resized	214	18
hold endpoints to repair	0	0
No activity file was given, so power comes from the tool's default toggle rates.
