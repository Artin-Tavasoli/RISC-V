File: design.v
module mux_2 #(
    parameter WIDTH = 32
) (
    input  wire [WIDTH-1:0] in0,    
    input  wire [WIDTH-1:0] in1,  
    input  wire              sel, 
    output reg  [WIDTH-1:0]  out   
);
    always @(sel or in0 or in1) begin
        out = sel ? in1 : in0;
    end
endmodule
File: constraint.sdc
current_design mux_2

set clk_period 1.0
set clk_io_pct 0.2

create_clock -name clk0 -period $clk_period

set non_clock_inputs [all_inputs -no_clocks]
set_input_delay [expr $clk_period * $clk_io_pct] -clock clk0 $non_clock_inputs
set_output_delay [expr $clk_period * $clk_io_pct] -clock clk0 [all_outputs]
File: run.sh
#!/bin/bash
# OpenROAD 26Q1-2900-gdf79404cd8, Yosys 0.63+post, stock flow scripts
make -C /OpenROAD-flow-scripts/flow DESIGN_CONFIG=/design/flow/config.mk WORK_HOME=/design/flow/orfs finish
File: config.mk
export PLATFORM = sky130hd
export DESIGN_NAME = mux_2
export DESIGN_NICKNAME = mux_2
export VERILOG_FILES = /design/flow/design.v
export SDC_FILE = /design/flow/constraint.sdc
export NUM_CORES = 4
export LEC_CHECK = 1
export CORE_AREA = 10 10 70 70
export DIE_AREA = 0 0 80 80
==> flow_metrics.env <==
# source this file to load flow results
export IMPL_core_area_um2=3416
export IMPL_ys_cells=36
export IMPL_grt_use_met1=0.08965
export IMPL_mostFrequentLayoutCells="dlygate4sd2_1 (40), mux2_4 (32), buf_6 (29)"
export IMPL_ys_sh_simple=0
export IMPL_wl_per_cell_um=14.84
export IMPL_power_leakage_nw=0.9905
export IMPL_ant_nets=0
export IMPL_grt_pass1_vias=824
export IMPL_synthXorXnorAreaFrac=0
export IMPL_synthTopLogicFamily="multiplexers"
export IMPL_ys_sh_mux=0.8690
export IMPL_grtUsageMet2=0.1429
export IMPL_grt_busiest_layer="met2"
export IMPL_drcViolationCount=0
export IMPL_slew_headroom=0.9592
export IMPL_drive_gt1_frac=0.5616
export IMPL_die_w_um=80
export IMPL_cp_max_fo=7
export IMPL_crit_arrival_ns=0.98
export IMPL_fmax_ghz=0.8508
export IMPL_final_util=0.4971
export IMPL_hold_class="primary input to output port"
export IMPL_drv_cap=0
export IMPL_irDropWorstVdd_uv=173.4
export IMPL_syn_inst=36
export IMPL_yosys_warnings=1
export IMPL_maxSlewViolCount=0
export IMPL_ys_sh_adder=0
export IMPL_criticalPathCategory="primary input to output port"
export IMPL_stdcell_area_um2=1698
export IMPL_grt_use_total=0.07873
export IMPL_end_kind="output port"
export IMPL_final_period_utilization=1.175
export IMPL_violations="negative setup slack"
export IMPL_finalWeightedCongestion=0.7595
export IMPL_setup_viol=32
export IMPL_dieArea_um2=6400
export IMPL_status="complete, but fails checks"
export IMPL_pin_count=97
export IMPL_startpoint_type="primary input"
export IMPL_required_ns=0.80
export IMPL_warnings=34
export IMPL_antenna_found_initial=0
export IMPL_ys_seq_share=0
export IMPL_fin_crit_ns=1.175
export IMPL_fillCellCount=327
export IMPL_synth_area_um2=544.3
export IMPL_netlist_cell_type_count=4
export IMPL_lay_top_count="dlygate4sd2_1"
export IMPL_hold_viol_final=0
export IMPL_grt_remaining_overflow=0
export IMPL_use_met3=0.03068
export IMPL_wl_um=2849
export IMPL_setup_ws_ns=-0.1754
export IMPL_viasPerCell=3.802
export IMPL_grt_max_degree=8
export IMPL_regArea_um2=0
export IMPL_grt_pass1_wl_um=4146
export IMPL_vias=730
export IMPL_tightest_slew_ns=0.06111
export IMPL_io_buffer_count=97
export IMPL_fp_dieH_um=80
export IMPL_n_clock_buffer=0
export IMPL_cts_hold_buf=0
export IMPL_place_area_um2=1536
export IMPL_rsz0062_at_grt="true"
export IMPL_area_growth_pct=212.0
export IMPL_dpl_hpwl_um=2396
export IMPL_aoi_share=0
export IMPL_drt_initial_drc_count=4
export IMPL_yosys_area_um2=544.3
export IMPL_seq_cells=0
export IMPL_rows=21
export IMPL_fp_utilization=0.1593
export IMPL_synth_avg_cell_area_um2=15.12
export IMPL_firstDrtPassIters=2
export IMPL_n_antenna_cell=0
export IMPL_pwr_density_cell_nw_per_um2=388.7
[stage by stage]
step | power (mW) | hold slack, ns | instances | setup WS [ns] | setup TNS [ns]
5_1_grt | 0.7056 | 0.7141 | 192 | -0.1938 | -5.619
6_report | 0.6599 | 0.6943 | 192 | -0.1754 | -5.032
3_5_place_dp | 0.6549 | 1.335 | 177 | -0.4966 | -15.27
4_1_cts | 0.6436 | 0.8004 | 192 | -0.1777 | -5.196
2_1_floorplan | 0.2063 | 0.4977 | 36 | 0.06690 | 0
3_3_place_gp | 0.6538 | 1.331 | 177 | -0.4922 | -15.25
[worst max-delay path: stages]
cell and delay (ns):
buf_12 0.11, buf_12 0.13, buf_8 0.12, mux2_4 0.30, buf_6 0.11
[where the power goes]
group	total (mW)	internal (mW)	switching, mW
Clock	0	0	0
Combinational	0.660	0.519	0.141
Sequential	0	0	0
[layer usage]
layer	share of wire	wire length, um	up-vias
met4	0	0	0
met5	0	0	-
li1	-	-	362
met3	0.11	313	0
met2	0.49	1394	51
met1	0.40	1142	317
[cell families after synthesis]
logic type | count (synthesis)
muxes | 32
buffers and inverters | 4
[final timing paths]
| kind | startpoint | end | slack [ns] | depth (start not counted) |
|---|---|---|---|---|
| worst max-delay path | sel | out[31] | -0.18 | 5 |
| worst min-delay path | in0[24] | out[24] | 0.69 | 3 |
[synth_stat cells]
cell type	number	area, um^2
buf_6	1	11.26
mux2_4	30	450.4
buf_12	3	60.06
mux2_2	2	22.52
[final cells by class]
cell class,instances,area [um^2],share of cell area
Timing Repair Buffer,114,1160,0.6831
Multi-Input combinational cell,32,480.5,0.2830
Tap cell,46,57.56,0.03390
[timing repair]
action	4_1_cts	5_1_grt
setup endpoints to repair	32	32
pin swaps	0	0
buffers inserted	14	0
gates resized	170	23
cloned	1	0
Power figures rest on the tool's default switching activity, not on a simulated workload.
